$ cat flow/config.mk
export PLATFORM = sky130hd
export DESIGN_NAME = uart_top_module
export DESIGN_NICKNAME = uart_top_module
export VERILOG_FILES = /design/flow/design.v
export SDC_FILE = /design/flow/constraint.sdc
export NUM_CORES = 4
export LEC_CHECK = 1
export CORE_UTILIZATION = 40
$ cat flow/design.v
module baud_rate_t(input clk1,rst,output reg baud_clk_t);
parameter integer baud_rate=115200;
parameter integer frq=50000000;
parameter integer clk_div=frq/baud_rate;
integer count;
always@(posedge clk1)begin
if(rst)begin
count<=0;
baud_clk_t<=0;
end
else begin
if(count==clk_div)begin
count<=0;
baud_clk_t<=1;
end
else begin
count<=count+1;
baud_clk_t<=0;
end
end 
end
endmodule
module baud_rate_r(input clk2,rst,output reg baud_clk_r);
parameter integer baud_rate=115200;
parameter integer frq=40000000;
parameter integer clk_div=frq/baud_rate;
integer count;
always@(posedge clk2)begin
if(rst)begin
count<=0;
baud_clk_r<=0;
end
else begin
if(count==clk_div)begin
count<=0;
baud_clk_r<=1;
end
else begin
count<=count+1;
baud_clk_r<=0;
end
end
end
endmodule
module transmitter(input clk1,baud_tclk,rst,wr_data,input [7:0]data,output  reg tx,donet);
parameter idle_state=3'b000;
parameter start_state=3'b001;
parameter data_state=3'b010;
parameter parity_state=3'b011;
parameter stop_state=3'b100;
reg [2:0]ps,ns;
reg [3:0]count;
reg st=0;
always@(posedge clk1)begin
if(rst)begin
ns<=idle_state;
ps<=idle_state;
count<=4'd0;
tx<=1;
donet<=0;
end
else begin
ps<=ns;
end
end
always@(posedge baud_tclk)begin
case(ps)
idle_state:begin
if(wr_data)begin
ns<=start_state;
tx<=1;
end
else
ns<=idle_state;
end
start_state:begin
if(!st)begin
ns<=data_state;
tx<=0;
st<=1;
end
else
ns<=start_state;
end
data_state:begin
if(count<=4'd7)begin
tx<=data[count];
count<=count+1;
end
else begin
count<=0;
tx <= ^data;
ns<=stop_state;
end
end
parity_state:begin
tx<=^data;
ns<=stop_state;
end
stop_state:begin
tx<=1;
donet<=1;
ns<=idle_state;
end
endcase
end
endmodule
module receiver(input clk2,baud_rclk,rst,rx,output reg [7:0]r_data,output reg error,doner);
parameter start_state=2'b00;
parameter data_state=2'b01;
parameter parity_state=2'b10;
parameter stop_state=2'b11;
reg [1:0]ps,ns;
reg [3:0]count;
reg [7:0]data;
always@(posedge clk2)begin
if(rst)begin
ns<=start_state;
ps<=start_state;
error<=0;
count<=4'd0;
data<=8'd0;
doner<=0;
r_data <=0;
end
else 
ps<=ns;
end
always@(posedge baud_rclk)begin
case(ps)
start_state:begin
if(!rx)begin
ns<=data_state;
end
else
ns<=start_state;
end
data_state:begin
if(count<=4'd7)begin
data[count]<=rx;
count<=count+1;
end
else begin
ns=parity_state;
end
end
parity_state:begin
if(((^data)^rx)==0)begin
error<=1;
doner<=1;
r_data <= data;
ns<=stop_state;
end
else begin
error<=0;
doner<=1;
data<=rx;
r_data <= data;
ns<=stop_state;
end
end
stop_state:begin
doner<=1;
ns<=stop_state;
end
default:ns<=start_state;
endcase
end
endmodule
module uart_top_module(input clk1,clk2,rst,wr_data,input [7:0]data,output baud_clk_t,baud_clk_r,tx,donet,error,doner);
baud_rate_t baudt(.clk1(clk1),.rst(rst),.baud_clk_t(baud_clk_t));
baud_rate_r baudr(.clk2(clk2),.rst(rst),.baud_clk_r(baud_clk_r));
transmitter master_tx(.clk1(clk1),.rst(rst),.wr_data(wr_data),.data(data),.baud_tclk(baud_clk_t),.tx(tx),.donet(donet));
receiver slave_rx(.clk2(clk2),.rst(rst),.baud_rclk(baud_clk_r),.rx(tx),.error(error),.doner(doner));
endmodule
$ cat flow/run.sh
#!/bin/bash
# OpenROAD 26Q1-2900-gdf79404cd8, Yosys 0.63+post, stock flow scripts
make -C /OpenROAD-flow-scripts/flow DESIGN_CONFIG=/design/flow/config.mk WORK_HOME=/design/flow/orfs finish
$ cat flow/constraint.sdc
current_design uart_top_module

set clk_period 4.2
set clk_io_pct 0.2

create_clock -name clk0 -period $clk_period [get_ports {clk1}]
create_clock -name clk1 -period $clk_period [get_ports {clk2}]

set non_clock_inputs [all_inputs -no_clocks]
set_input_delay [expr $clk_period * $clk_io_pct] -clock clk0 $non_clock_inputs
set_output_delay [expr $clk_period * $clk_io_pct] -clock clk0 [all_outputs]
==> impl_metrics.ini <==
; generated from flow reports
[floorplanning]
die_h_um = 91.8
core_util_floorplan_pct = 41.5
num_io_pins = 18
dieWidth_um = 91.8
die_area_mm2 = 0.00843
row_count = 32
coreArea_mm2 = 0.00777

[global_route]
antenna_found_initial = 0
grt_pass1_vias = 2473
overflow = 0
grt_first_pass_wirelength_um = 11700
track_usage_pct = 17.3
grt_max_degree = 33

[worst_setup_path]
startpoint_type = flop
crit_path_max_fanout = 18
critPathKind = reg -> reg
cp.arrival_ns = 2.59
cp-end-kind = flop
required_ns = 4.37

[synth]
ff_type = dfxtp_1
synth.distinct_cells = 30
synth-edff-count = 0
yosysChipArea_mm2 = 0.00323
async_flop_share_pct = 0
yosysWarnings = 31
syn_inst = 383
ys_cells = 383
postSynthSeqShare_pct = 40.9
ys_ff = 66
syn_area_mm2 = 0.00323
avgSynthCellArea_um2 = 8.43

[clocking]
postCtsResizedCells = 0
cts_tree = yes
cts.sinks = 66
cts_setup_buffers = 0
holdBufCountCts = 0
clkTransAtPathRegs_ns = 0.06

[power_and_ir_drop]
powerDensity_mw_per_mm2 = 353
p_sw_uw = 257
ir_drop_v = 0.000171
pwr-share-clk_pct = 46.7
swShare_pct = 20.6
internal_power_uw = 990
cellLeakagePower_nw = 1.07
p_comb_share_pct = 2.2
seq_power_share_pct = 51.1

[place]
numPortBuffers = 3
place_inst = 467
dp_hpwl_um = 4550
gp_congestion = 0.779
dp_slack_ns = 1.76

[layout]
utilization_pct = 45.5
final_cells = 483
synthToLayoutAreaGrowth_pct = 9.46
final_layout_size_suffix_gt1_share_pct = 6.04
n_fill_cell = 782
flop_area_mm2 = 0.00132
logic_area_mm2 = 0.00179

[drt]
first_pass_iters = 4
vias = 2759
dr.first_iter.drc_count = 117
vias_per_cell = 5.71
drc = 0
drt-total-wl_um = 6810
ant_nets = 0
routedWlPerCell_um = 14.1
diodes = 0

[final_timing]
rsz0062_at_grt = no
slew_headroom_pct = 48.7
skew_ns = 0.0101
slew_violations = 0
setup_tns_ns = 0
fin_ws_ns = 1.79
hold_viol_final = 0
setup_viol = 0
tightest_slew_ns = 0.769
hold-worst-slack_ns = 0.481

[outcome]
status = complete, no violations

[flow_run]
max_cap_viol_count = 0
warning_count = 36

[worst_hold_path]
min_path_type = reg -> reg
-- registers in the layout, indices dropped and copies added (netlist names) --
| signal | flops |
|---|---|
| baudr.count | 32 |
| baudt.count | 32 |
| baudr.baud_clk_r | 1 |
| baudt.baud_clk_t | 1 |
-- per-stage QoR --
step	power [mW]	cell area, um2
finish	1.25	3530
global route	1.30	3530
CTS	1.27	3530
detailed placement	0.679	3320
global placement	0.679	3320
floorplan	0.671	3230
-- synth_stat cells, types with 2 or more instances --
cell / count / area, um2
or4_4: 2 / 22.5
o31ai_1: 25 / 188
or3_1: 8 / 50.1
xor2_1: 13 / 114
nand3_1: 27 / 135
clkbuf_1: 18 / 67.6
o21ai_0: 8 / 40.0
xnor2_1: 16 / 140
nor3_1: 4 / 20.0
inv_1: 8 / 30.0
buf_4: 4 / 30.0
nor2_1: 40 / 150
nand4_1: 20 / 125
dfxtp_1: 66 / 1320
nor4b_1: 3 / 26.3
buf_2: 2 / 10.0
and2_1: 2 / 12.5
conb_1: 2 / 7.51
a21oi_1: 29 / 145
and3_1: 7 / 43.8
and4_1: 10 / 87.6
nor4_1: 17 / 106
nand2_1: 20 / 75.1
ha_1: 3 / 37.5
or4_1: 24 / 180
-- final timing paths --
path	startpoint	to	slack, ns	cells past startpoint
worst max-delay path	baudt.count[0]	baudt.count[13]	1.79	7
worst min-delay path	baudr.count[31]	baudr.count[31]	0.48	2
worst max register to register	baudt.count[0]	baudt.count[13]	1.79	7
worst min register to register	baudr.count[31]	baudr.count[31]	0.48	2
max in group clk1	baudr.count[5]	baudr.count[24]	1.85	4
min in group clk0	baudt.count[0]	baudt.count[0]	0.49	1
-- cell type report --
| class | instances | share of cell area, % |
|---|---|---|
| repair buffers | 5 | 1.28 |
| clock buffers | 11 | 4.00 |
| well taps | 102 | 3.61 |
| multi-input cells | 286 | 50.7 |
| flip-flops and latches | 66 | 37.4 |
| clock inverters | 5 | 2.13 |
| inverters | 8 | 0.850 |
-- kinds of logic (layout without fill, tap and decap cells) --
| group | Yosys count | count (layout) | synth area share, % |
|---|---|---|---|
| XOR/XNOR | 29 | 29 | 7.87 |
| AND-OR/OR-AND | 63 | 63 | 11.8 |
| buffers and inverters | 33 | 29 | 4.61 |
| other | 2 | 4 | 0.233 |
| adder cells (fa/ha/maj) | 3 | 3 | 1.16 |
| flip-flops | 66 | 66 | 40.9 |
| multiplexers | 1 | 1 | 0.310 |
| AND/OR/NAND/NOR | 186 | 186 | 33.0 |
-- metal layers --
metal	track usage [%]	up-vias	routed length (um)	part of all wire [%]
li1	-	1420	-	-
met1	28.5	1283	3560	52
met2	24.1	48	2900	43
met3	4.39	8	293	4.3
met4	1.95	0	52	0.76
met5	0	-	0	0
-- placed cells by master, fill, tap and decap left out, types with 10 or more instances in the layout --
cell type | Yosys | final
xor2_1 | 13 | 13
xnor2_1 | 16 | 16
clkbuf_8 | 0 | 10
nand2_1 | 20 | 20
nor2_1 | 40 | 40
and4_1 | 10 | 10
nand4_1 | 20 | 20
a21oi_1 | 29 | 29
o31ai_1 | 25 | 23
or4_1 | 24 | 24
nor4_1 | 17 | 17
dfxtp_1 | 66 | 66
nand3_1 | 27 | 27
-- power groups by stage --
stage	logic, mW	clock network [mW]	registers [mW]
finish	0.0272	0.582	0.637
global route	0.0306	0.634	0.639
CTS	0.0278	0.602	0.637
-- worst max-delay path: stages, from the launching register on --
cell	delay [ns]
dfxtp_1	0.35
inv_1	0.07
ha_1	0.13
nor4b_1	0.37
nand4_1	0.29
o31ai_4	0.70
buf_4	0.33
nor2_1	0.07
Power figures rest on the tool's default switching activity, not on a simulated workload.
